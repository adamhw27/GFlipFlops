==> flow/design.v <==
module alu(R1, R2, opcode, aluOut, flags, cin);
input wire [15:0] R1, R2;
input wire [7:0] opcode;
input wire cin;
output reg [15:0] aluOut;
output reg [4:0] flags;
parameter ADD = 8'b0000_0101;
parameter ADDI = 8'b0101_xxxx;
parameter ADDU = 8'b0000_0110; 
parameter ADDUI = 8'b0110_xxxx; 
parameter ADDC = 8'b0000_0111;
parameter ADDCI = 8'b0111_xxxx;
parameter MUL = 8'b0000_1110;
parameter MULI = 8'b1110_xxxx;
parameter SUB = 8'b0000_1001;
parameter SUBI = 8'b1001_xxxx;
parameter SUBC = 8'b0000_1010;
parameter SUBCI = 8'b1010_xxxx;
parameter CMP = 8'b0000_1011;
parameter CMPI = 8'b1011_xxxx;
parameter AND = 8'b0000_0001;
parameter ANDI = 8'b0001_xxxx;
parameter OR = 8'b0000_0010;
parameter ORI = 8'b0010_xxxx;
parameter XOR = 8'b0000_0011;
parameter XORI = 8'b0011_xxxx;
parameter MOV = 8'b0000_1101;
parameter MOVI = 8'b1101_xxxx;
parameter LSH = 8'b1000_1000;
parameter LSHI = 8'b1000_000x;
parameter ASHU = 8'b1000_1111;
parameter ASHUI = 8'b1000_001x;
always @(R1, R2, opcode, cin)
 begin
	flags[4:0] = 5'b00000;
	casex (opcode)
	ADD : 
		begin 
			aluOut = (R1 + R2);
			if ( (~R1[15] & ~R2[15] & aluOut[15]) | (R1[15] & R2[15] & ~aluOut[15])) flags[2] = 1'b1;
			else flags[2] = 1'b0;
		end
	ADDU :
		begin
			{flags[0], aluOut} = (R1 + R2);
		end
	ADDC : 
		begin 
			{flags[0], aluOut} = (R1 + R2 + cin);
			if ( (~R1[15] & ~R2[15] & aluOut[15]) | (R1[15] & R2[15] & ~aluOut[15])) flags[2] = 1'b1;
			else flags[2] = 1'b0;
		end
	MUL : 
		begin
			aluOut = (R1 * R2);
		end
	SUB :
		begin
			aluOut = (R2 - R1);
			if ( (R1[15] & ~R2[15] & aluOut[15]) | (~R1[15] & R2[15] & ~aluOut[15])) flags[2] = 1'b1;
			else flags[2] = 1'b0;
		end
	SUBC :
		begin
			aluOut = (R2 - (R1 + cin));
			flags[0] = R2 < (R1 + cin);
			if ( (R1[15] & ~R2[15] & aluOut[15]) | (~R1[15] & R2[15] & ~aluOut[15])) flags[2] = 1'b1;
			else flags[2] = 1'b0;
		end
	CMP :
		begin
			if (R1 == R2) aluOut = 16'h0000;
			else aluOut = 16'hffff;
			if ($signed(R1) > $signed(R2)) flags[3] = 1'b1;
			else flags[3] = 1'b0;
			if (R1 > R2) flags[1] = 1'b1;
			else flags[1] = 1'b0;
		end
	AND :
		begin
			aluOut = R1 & R2;
		end
	OR :
		begin
			aluOut = R1 | R2;
		end
	XOR :
		begin
			aluOut = R1 ^ R2;
		end
	MOV :
		begin
			aluOut = R1;
		end
	LSH :
		begin
			if ($signed(R1) < 0) aluOut = R2 >> (~R1 + 1);
			else aluOut = R2 << R1;
		end
	ASHU :
		begin
			aluOut = R2 >>> R1;
		end
	default : 
		aluOut = 16'h0000;
  endcase
		if (aluOut == 16'h0000) flags[4] = 1'b1;
		else flags[4] = 1'b0;
 end
endmodule
module cpu (
input [7:0] opcode,
input cin,
output [27:0] segOut,
output [4:0] flags
);
wire [15:0] R1;
wire [15:0] R2;
assign R2 = 16'h7FFF;
assign R1 = 16'h0001;
wire [15:0] aluOut;
alu k(.R1(R1), .R2(R2), .opcode(opcode), .aluOut(aluOut), .flags(flags), .cin(cin));
seven_seg_hex a(aluOut[3:0], segOut[6:0]);
seven_seg_hex b(aluOut[7:4], segOut[13:7]);
seven_seg_hex c(aluOut[11:8], segOut[20:14]);
seven_seg_hex d(aluOut[15:12], segOut[27:21]);
endmodule
module seven_seg_hex(
	input [3:0] binaryInput,
	output reg [6:0] seven_seg
);
always @* begin
  case (binaryInput)
    4'b0000 : seven_seg = ~7'b1111110;  
    4'b0001 : seven_seg = ~7'b0110000;  
    4'b0010 : seven_seg = ~7'b1101101;  
    4'b0011 : seven_seg = ~7'b1111001;  
    4'b0100 : seven_seg = ~7'b0110011;  
    4'b0101 : seven_seg = ~7'b1011011;  
    4'b0110 : seven_seg = ~7'b1011111;  
    4'b0111 : seven_seg = ~7'b1110000;  
    4'b1000 : seven_seg = ~7'b1111111;  
    4'b1001 : seven_seg = ~7'b1110011;  
    4'b1010 : seven_seg = ~7'b1110111;  
    4'b1011 : seven_seg = ~7'b0011111;  
    4'b1100 : seven_seg = ~7'b1001110;  
    4'b1101 : seven_seg = ~7'b0111101;  
    4'b1110 : seven_seg = ~7'b1001111;  
    4'b1111 : seven_seg = ~7'b1000111;  
    default : seven_seg = ~7'b0000000;  
  endcase
end
endmodule
==> flow/run.sh <==
#!/bin/bash
# OpenROAD 26Q1-2900-gdf79404cd8, Yosys 0.63+post, stock flow scripts
make -C /OpenROAD-flow-scripts/flow DESIGN_CONFIG=/design/flow/config.mk WORK_HOME=/design/flow/orfs finish
==> flow/config.mk <==
export PLATFORM = sky130hd
export DESIGN_NAME = cpu
export DESIGN_NICKNAME = cpu
export VERILOG_FILES = /design/flow/design.v
export SDC_FILE = /design/flow/constraint.sdc
export NUM_CORES = 4
export LEC_CHECK = 1
export CORE_AREA = 10 10 70 70
export DIE_AREA = 0 0 80 80
==> flow/constraint.sdc <==
current_design cpu

set clk_period 2.7
set clk_io_pct 0.2

create_clock -name clk0 -period $clk_period

set non_clock_inputs [all_inputs -no_clocks]
set_input_delay [expr $clk_period * $clk_io_pct] -clock clk0 $non_clock_inputs
set_output_delay [expr $clk_period * $clk_io_pct] -clock clk0 [all_outputs]
==> run notes <==
Reports from this run.

- The warning total across the stage logs is 37.
- The signal arrival time at the worst endpoint is 2.24 ns.
- The final tally of hold violations reads 0.
- The number of detailed-route iterations in the first pass reads 4.
- The yosys synthesis warning count is 2.
- From left edge to right edge, the die measures 80 um.
- The share of final-layout standard cells stronger than drive strength 1 reads 49.1%.
- The final RePlAce weighted congestion reads 0.877.
- The detailed-route wire length per cell reads 13.8 um.
- The area of the die reads 6400 um2.
- The post-route worst hold slack reads 1.73 ns.
- From the final report, the count of setup violators was given as 2.
- The total area of sequential cells reads 0 um2.
- The post-synthesis cell count from yosys is 109.
- The via count reads 1022.
- The hold path startpoint reads opcode[1].
- After layout, the worst setup slack is -0.0774 ns.
- The fraction of the cycle the final worst path needs is 103%.
- The count of flip-flops and latches is 0.
- The first global-routing pass estimated 4590 um of wire.
- The script extracted a total leakage power of 0.688 nW.
- The average cell area after synthesis reads 6.66 um2.
- The most frequent logic cell in the layout reads sky130_fd_sc_hd__buf_4.
- The number of I/O pins reads 42.
- The cell count after placement reads 207.
- Of all nets on the critical path, the largest fanout is 3.
- The final global-route overflow total reads 0.
- The worst supply voltage drop on vdd is 75.1 uV.
- The yosys synthesis chip area is 726 um2.
- The worst setup path is of the input port to output pin kind.
- According to the floorplan report, the placeable core area is 3420 um2.
- The critical path starts at opcode[0].
- The overall track demand over capacity in global routing is 8.31%.
- The detailed-route DRC error count reads 0.
- In this run the maximum-capacitance check reported violations numbering 0.
- The largest net degree at the start of global routing is 18.
- The clock buffer instance count of the final layout is 0.
- The count of buffers from port buffering is 33.
- The number of core rows is 21.
- The power density over cell area is 103 nW/um2.
- Timing would allow up to 360 MHz.
- Data on the critical path is required at its endpoint by 2.16 ns.
- In this run, post-CTS hold repair placed 0 buffers.
- The number of global-route vias before repair is 981.
- The via density per instance reads 4.62.
- The final HPWL from detailed placement is 2090 um.
- The count of nets left with antenna violations after detail routing is 0.
- The netlist area before placement is 726 um2.
- The number of different library cells in the post-synthesis netlist reads 34.
- The max-slew violation total from the final report reads 0.
- The finished layout holds 221 standard cells, fillers aside.
- The tightest min-delay check is of the input port to output pin type.
- The initial core utilization is 21.2%.
- The number of DRC markers after the initial detailed-route iteration reads 45.
- The type of origin of the critical path is an input port.
- The total detailed-routing wirelength reads 3050 um.
- Setup repair after global routing could not meet its margin everywhere.
- The post-layout minimum cycle time is 2.78 ns.
- The final antenna diode tally reported by the flow is 0.
- The vertical die dimension reads 80 um.
- The library cells used most frequently in the layout, excluding fill and tap cells, are sky130_fd_sc_hd__buf_4, sky130_fd_sc_hd__buf_6, sky130_fd_sc_hd__clkdlybuf4s50_1, sky130_fd_sc_hd__a21oi_1, sky130_fd_sc_hd__conb_1.
- The flow ran to the end, but the final reports show violations.
- The worst slack at placement reads -0.858 ns.
- The kind of capture point of the worst setup path reads an output pin.
- The post-synthesis instance total is 109.
- The final reports fail on setup timing.
- The sequential element share of the synthesized area is 0%.
- The signed area change from the synthesized netlist to the final layout reads 115%.
- The number of antenna violations at the first check in global routing reads 0.
[power by group]
part / switching [W] / internal [W] / leakage, nW
combinational: 0.0000736 / 0.0000875 / 0.688
clock: 0 / 0 / 0
sequential: 0 / 0 / 0
[kinds of logic (layout without fill, tap and decap cells)]
| group | count (synthesis) | in the layout | share of synthesized area, % |
|---|---|---|---|
| AND/OR/NAND/NOR | 36 | 36 | 29.8 |
| buffers and inverters | 25 | 83 | 21.7 |
| XOR/XNOR | 1 | 1 | 1.21 |
| adder cells (fa/ha/maj) | 4 | 4 | 6.90 |
| other | 1 | 9 | 0.517 |
| multiplexers | 2 | 2 | 4.14 |
| AND-OR/OR-AND | 40 | 40 | 35.7 |
[worst paths after layout]
check,to,cells after the start
worst min-delay path,segOut[24],6
worst max-delay path,segOut[21],10
[layer usage]
layer	track usage, %	vias to the layer above	wire length (um)
met1	11.6	486	1400
met2	13.4	37	1420
met3	1.59	0	226
met4	0.528	0	0
met5	0	-	0
li1	-	499	-
[repair_timing]
action                                 4_1_cts  5_1_grt
endpoints found under the hold margin        0        0
pin swaps                                   18        2
resized                                     70       23
setup buffers                               13        1
setup endpoints to repair                   24       17
[stage by stage]
stage	total power (W)	area (um2)	TNS [ns]	util [%]
2_1_floorplan	0.0000658	756	0	-
3_3_place_gp	0.000123	1250	-10.06	36.6
3_5_place_dp	0.000123	1250	-10.56	36.6
4_1_cts	0.000145	1460	-0.123	42.7
5_1_grt	0.000173	1560	-0.340	45.6
6_report	0.000161	1560	-0.122	45.6
[cell usage after synthesis (2+ instances only)]
cell type,n,area [um2]
sky130_fd_sc_hd__o22ai_1,2,12.5
sky130_fd_sc_hd__and3b_1,2,17.5
sky130_fd_sc_hd__mux2_4,2,30.0
sky130_fd_sc_hd__buf_4,15,113
sky130_fd_sc_hd__clkbuf_1,7,26.3
sky130_fd_sc_hd__a21oi_1,15,75.1
sky130_fd_sc_hd__nor2b_1,7,43.8
sky130_fd_sc_hd__nand2b_1,8,50.1
sky130_fd_sc_hd__nand2_1,4,15.0
sky130_fd_sc_hd__o2bb2ai_1,2,17.5
sky130_fd_sc_hd__nor2_1,3,11.3
sky130_fd_sc_hd__o21ai_0,6,30.0
sky130_fd_sc_hd__ha_1,4,50.1
sky130_fd_sc_hd__inv_1,2,7.51
sky130_fd_sc_hd__nand4_1,2,12.5
sky130_fd_sc_hd__nor3_1,4,20.0
sky130_fd_sc_hd__nand3b_1,2,15.0
sky130_fd_sc_hd__a21o_1,6,45.0
[critical path, stage by stage]
cell and delay [ns]:
sky130_fd_sc_hd__buf_6 0.09, sky130_fd_sc_hd__or3b_4 0.41, sky130_fd_sc_hd__a21oi_4 0.15, sky130_fd_sc_hd__o21ai_2 0.08
sky130_fd_sc_hd__buf_4 0.14, sky130_fd_sc_hd__a21oi_4 0.15, sky130_fd_sc_hd__buf_6 0.12, sky130_fd_sc_hd__ha_4 0.18
sky130_fd_sc_hd__mux2_4 0.26, sky130_fd_sc_hd__buf_6 0.11
[cell type report]
cell class         count  area, um2
fillers              320       1860
multi-input cells     92        790
well taps             46       57.6
inverters              2       7.51
repair buffers        81        703
Power figures rest on the tool's default switching activity, not on a simulated workload.
