==> ./design.v <==
`timescale 1ns / 1ps
module Register(D_in, wEnable, reset, clk, r
    );
	 input [3:0] D_in;
	 input clk, wEnable, reset;
	 output reg [3:0] r;
 always @( posedge clk )
	begin
	if (reset) r <= 4'b0000;
	else
		begin			
			if (wEnable)
				begin
					r <= D_in;
				end
			else
				begin
					r <= r;
				end
		end
	end
endmodule
module RegBank(ALUBus, r0, r1, r2, r3, r4, r5, r6, r7, r8, r9, r10, r11, r12, r13, r14, r15, regEnable, clk, reset);
	input clk, reset;
	input [3:0] ALUBus;
	input [15:0] regEnable;
	output [3:0] r0, r1, r2, r3, r4, r5, r6, r7, r8, r9, r10, r11, r12, r13, r14, r15;
Register Inst0(
	.D_in(ALUBus),
	.wEnable(regEnable[0]),
	.reset(reset), 
	.clk(clk),
	.r(r0));
Register Inst1(ALUBus, regEnable[1], reset, clk, r1);
Register Inst2(ALUBus, regEnable[2], reset, clk, r2);
Register Inst3(ALUBus, regEnable[3], reset, clk, r3);
Register Inst4(ALUBus, regEnable[4], reset, clk, r4);
Register Inst5(ALUBus, regEnable[5], reset, clk, r5);
Register Inst6(ALUBus, regEnable[6], reset, clk, r6);
Register Inst7(ALUBus, regEnable[7], reset, clk, r7);
Register Inst8(ALUBus, regEnable[8], reset, clk, r8);
Register Inst9(ALUBus, regEnable[9], reset, clk, r9);
Register Inst10(ALUBus, regEnable[10], reset, clk, r10);
Register Inst11(ALUBus, regEnable[11], reset, clk, r11);
Register Inst12(ALUBus, regEnable[12], reset, clk, r12);
Register Inst13(ALUBus, regEnable[13], reset, clk, r13);
Register Inst14(ALUBus, regEnable[14], reset, clk, r14);
Register Inst15(ALUBus, regEnable[15], reset, clk, r15); 
endmodule
==> ./run.sh <==
#!/bin/bash
# OpenROAD 26Q1-2900-gdf79404cd8, Yosys 0.63+post, stock flow scripts
make -C /OpenROAD-flow-scripts/flow DESIGN_CONFIG=/design/flow/config.mk WORK_HOME=/design/flow/orfs finish
==> ./config.mk <==
export PLATFORM = sky130hd
export DESIGN_NAME = RegBank
export DESIGN_NICKNAME = RegBank
export VERILOG_FILES = /design/flow/design.v
export SDC_FILE = /design/flow/constraint.sdc
export NUM_CORES = 4
export LEC_CHECK = 1
export CORE_UTILIZATION = 40
==> ./constraint.sdc <==
current_design RegBank

set clk_period 1.1
set clk_io_pct 0.2

create_clock -name clk0 -period $clk_period [get_ports {clk}]

set non_clock_inputs [all_inputs -no_clocks]
set_input_delay [expr $clk_period * $clk_io_pct] -clock clk0 $non_clock_inputs
set_output_delay [expr $clk_period * $clk_io_pct] -clock clk0 [all_outputs]
==> out/metrics.csv <==
stage,metric,value,unit
outcome,status,"finished, final reports clean",
route,Post-Route WL,5250,um
grt,global-route wire length before repair,8360,um
clock_network,htree depth,3,
critical_path,WP depth,1,
synthesis,cell count in the Yosys report,219,
clock_network,Latency at later pin,0.32,ns
grt,GRT overflow,0,
route,antenna cell count,0,
floorplanning,width of the die,78.9,um
floorplanning,num ports,86,
critical_path,Worst R2R Path Depth,3,
critical_path,Startpoint Class,register,
pwr,Leak,1.62,nW
timing,RSZ-0062 raised after global routing,false,
critical_path,crit-path max FO,2,
cells_and_area,layout cells sized above 1,30.4,%
timing,Hold Fails Final Rpt,0,
timing,max-slew violations,0,
pwr,power share of the clock group,39.8,%
route,Initial DRC Count,84,
critical_path,Crit. End Element,primary output,
synthesis,Mapped Cells,219,
route,vias per inst,4.54,
critical_path,Worst Setup EP,r15[3],
synthesis,"Chip Area, Yosys",0.00236,mm2
grt,number of global-route vias before repair,1659,
timing,Slew @ Worst Pin,0.284,ns
floorplanning,chip area,0.00622,mm2
synthesis,warnings from Yosys,1,
job,OpenROAD warning count,25,
critical_path,"Data required, critical path",0.88,ns
route,DR pass1 iterations,4,
synthesis,Post-synth regs,64,
grt,total track usage,18.1,%
route,drc violations,0,
synthesis,Simple-Gate Area Share,10.2,%
clock_network,Clock Sink Count,64,
cells_and_area,Final Non-Filler Cells,378,
synthesis,"XOR Share, Synth",0,%
timing,slew margin rel.,81.1,%
synthesis,"Cell Area, Synth",0.00236,mm2
placement,GPL Wtd Cong,0.736,
pwr,internal power,0.00418,W
timing,Max Clock Skew,0,ns
synthesis,Yosys top cell area share,54.2,%
clock_network,CTS Hold Bufs,0,
route,Routed WL per cell,13.9,um
timing,worst hold slack,0.250,ns
critical_path,kind of critical path,reg2out,
critical_path,"Buf+Inv Stages, Crit Path",1,
critical_path,"delay-heaviest family, CP",flip-flops,
critical_path,Worst path slowest cell,dfxtp_1,
pwr,P_sw,0.00113,W
clock_network,CTS root buf,clkbuf_8,
clock_network,Worst-path clk slew,0.06,ns
pwr,Overall Power,0.00531,W
synthesis,Adder Area Share,0,%
critical_path,Crit Reg-Reg Endpoint,Inst12.r[3]$_SDFFE_PP0P_,
timing,FMAX,946,MHz
placement,placed insts,357,
grt,largest net degree at the start of global routing,30,
pwr,Comb power frac,12.2,%
hold_path,class of the worst hold path,in2reg,
placement,Port Buffers,85,
critical_path,worst endpoint data arrival time,0.84,ns
clock_network,Num CTS Buffers,9,
pwr,switching share of power,21.2,%
critical_path,r2r startpoint,Inst12.r[3]$_SDFFE_PP0P_,
synthesis,yosys aoi share,0,%
route,via count,1716,
pwr,pwr/cell area,1500,mW/mm2
job,# Max-Cap Violations,0,
synthesis,Synth Area per Inst,10.8,um2
synthesis,Cell Type Count,6,
cells_and_area,design area,0.00355,mm2
floorplanning,Core Area,0.00561,mm2
cells_and_area,post-layout utilization of the core,63.3,%
floorplanning,Die Y,78.9,um
timing,Finish-stage setup viols,0,
grt,initial antenna violation count,0,
pwr,Max VDD drop,0.846,mV
timing,crit path time final,1.06,ns
synthesis,post-synth top area cell,dfxtp_1,
critical_path,Reg2Reg Setup Slack,0.37,ns
critical_path,Crit. Startpoint,Inst15.r[3]$_SDFFE_PP0P_,
floorplanning,row count,27,
synthesis,Post-synth seq share,54.2,%
synthesis,Top area cell types,"dfxtp_1 54%, mux2i_1 27%, nor2_1 10%",
clock_network,CTS tree,built,
cells_and_area,area growth from synthesis to layout,50.3,%
clock_network,Longest Clk Path Bufs,2,
timing,fin crit share,96.1,%
critical_path,CP max stage delay,0.32,ns
pwr,Reg power frac,48.0,%
synthesis,area fraction in mux cells,27.1,%
floorplanning,FP Core Util,42.1,%
placement,Placed Area,0.00322,mm2
synthesis,Synth logic family,multiplexers,
critical_path,CP Cell Sequence,clkdlybuf4s15_1,
route,Post-DRT Antenna Nets,0,
placement,dpl hpwl,3380,um
routing by layer:
layer,global-route usage [%],share of wire (%),up-vias
met5,0,0,-
met1,27.1,49,781
met3,4.32,6.5,8
met4,2.91,1.2,0
li1,-,-,873
met2,28.1,43,54
sequential cells by signal, indices dropped and copies added, names as in the netlist:
signal and count:
Inst0.r 4, Inst1.r 4, Inst10.r 4, Inst11.r 4
Inst12.r 4, Inst13.r 4, Inst14.r 4, Inst15.r 4
Inst2.r 4, Inst3.r 4, Inst4.r 4, Inst5.r 4
Inst6.r 4, Inst7.r 4, Inst8.r 4, Inst9.r 4
logic make-up after synthesis:
| family | Yosys count |
|---|---|
| multiplexers | 64 |
| flip-flops | 64 |
| AND/OR/NAND/NOR | 64 |
| buffers and inverters | 27 |
layout by cell type, fill, tap and decap left out, drive strengths merged:
cell type      count
buf               14
clkbuf            15
clkdlybuf4s15     63
clkinv             1
dfxtp             64
nor2              64
clkdlybuf4s50     20
mux2i             64
bufinv             1
cells in the mapped netlist:
master and n:
dfxtp_1 64, buf_2 7, buf_6 4, buf_4 16, mux2i_1 64, nor2_1 64
layout make-up:
type | instances | area (um2)
clock buffer | 14 | 183
clock inverter | 2 | 35.0
fill | 490 | 2060
multi-input combinational | 128 | 881
sequential | 64 | 1360
tap | 72 | 90.1
timing repair buffer | 98 | 1000
power groups by stage:
stage | Combinational, W | Clock (W) | Sequential [W]
after CTS | 0.000649 | 0.00219 | 0.00255
after global routing | 0.000709 | 0.00229 | 0.00256
final | 0.000646 | 0.00211 | 0.00255
timing repair:
item,4_1_cts,5_1_grt
gates resized,182,10
setup buffers,4,1
setup endpoints to repair,64,10
worst reg2reg max path, stage by stage, from the launching register on:
cell,delay (ns)
dfxtp_2,0.32
buf_4,0.12
mux2i_1,0.13
nor2_1,0.05
worst min path at each step:
stage / start / end / slack, ns / cells past startpoint
6_report: reset / Inst13.r[3]$_SDFFE_PP0P_ / 0.25 / 2
5_1_grt: reset / Inst14.r[0]$_SDFFE_PP0P_ / 0.24 / 2
4_1_cts: reset / Inst13.r[0]$_SDFFE_PP0P_ / 0.23 / 2
per-stage QoR:
step	setup TNS (ns)	worst slack, ns
detailed placement	-6.81	-0.128
floorplan	0	0.380
global route	0	0.00503
global placement	-6.62	-0.125
CTS	0	0.000108
finish	0	0.0429
Power figures rest on the tool's default switching activity, not on a simulated workload.
